==> design.v <==
module pwm #(parameter CTR_LEN = 3) 
(
    input clk,
    input rst,
    input [CTR_LEN - 1 : 0] pulse_width,  
    output pwm
  );
 reg pwm_out;
 reg [CTR_LEN - 1: 0] counter;  
 assign pwm = pwm_out;
  always @(posedge clk) begin
    if (~rst) 
		counter <= 1'b0;
    else
      begin		
		counter <= counter + 1'b1;
			if (pulse_width > counter)
				pwm_out = 1'b1;
				else
				pwm_out = 1'b0;
	  end
	end
endmodule
==> run.sh <==
#!/bin/bash
# OpenROAD 26Q1-2900-gdf79404cd8, Yosys 0.63+post, stock flow scripts
make -C /OpenROAD-flow-scripts/flow DESIGN_CONFIG=/design/flow/config.mk WORK_HOME=/design/flow/orfs finish
==> config.mk <==
export PLATFORM = sky130hd
export DESIGN_NAME = pwm
export DESIGN_NICKNAME = pwm
export VERILOG_FILES = /design/flow/design.v
export SDC_FILE = /design/flow/constraint.sdc
export NUM_CORES = 4
export LEC_CHECK = 1
export CORE_AREA = 10 10 70 70
export DIE_AREA = 0 0 80 80
==> constraint.sdc <==
current_design pwm

set clk_period 1.8
set clk_io_pct 0.2

create_clock -name clk0 -period $clk_period [get_ports {clk}]

set non_clock_inputs [all_inputs -no_clocks]
set_input_delay [expr $clk_period * $clk_io_pct] -clock clk0 $non_clock_inputs
set_output_delay [expr $clk_period * $clk_io_pct] -clock clk0 [all_outputs]
==> summary.json <==
{
  "yosys": {
    "synthesis.area_per_instance_sq_um": 10.7,
    "synth_async_sr_flop_share": 0,
    "synth.top_cell.area_share": 0.296,
    "synth-warning-count": 1,
    "ys_cells": 19,
    "synth.largest_area_cell": "dfxtp_1",
    "ff_type": "dfxtp_1",
    "netlist_instances": 19,
    "netlist-cell-type-count": 9,
    "synthesis_area_per_yosys_sq_um": 203,
    "netlist_area_before_placement_sq_um": 203,
    "yosysSeqAreaShare": 0.444,
    "synthTopCellsByCount": "ha_1, inv_1, dfxtp_1",
    "flip_flops_with_a_built_in_enable": 1,
    "yosys_register_bits": 4,
    "area_leaders": "dfxtp_1, ha_1, edfxtp_1"
  },
  "timing": {
    "final_critical_path_setup_slack_ns": 0.369,
    "timing.final.hold_violations": 0,
    "tns_setup_ns": 0,
    "slew-limit-headroom": 0.900,
    "drv_slew": 0,
    "setup_viol_count_final": 0,
    "timing.clock.skew_ns": 0.00977,
    "max_slew.worst_pin.slew_ns": 0.150,
    "hold_slack_ns": 0.477,
    "post-route-min-period_ns": 1.43,
    "max_freq_ghz": 0.699,
    "finalClockPeriodUsage": 0.795,
    "rsz_0062_raised_after_global_routing": "no"
  },
  "worst_setup_path": {
    "register_to_register_setup_slack_ns": 0.54,
    "path_cells": "clkdlybuf4s50_1, ha_1, nor2b_1, o21ai_1, a32oi_1",
    "worstReg2RegStart": "counter[1]",
    "critPathCaptureType": "register",
    "crit_path_launch_type": "primary input",
    "category_of_the_most_critical_setup_path": "in2reg",
    "cp.arrival_ns": 1.42,
    "cpPeakStageDelay_ns": 0.41,
    "crit_path_max_fanout": 2,
    "critical_path.top_delay_family": "buffers and inverters",
    "r2r.worst_path.cells": 5,
    "cp.required_ns": 1.79,
    "buffering_stage_count_on_the_worst_path_with_inverters_included": 1,
    "reg2reg_to": "pwm_out",
    "timing.critical_path.slowest_stage_cell": "clkdlybuf4s50_1"
  },
  "clock_tree": {
    "cts_max_level": 1,
    "cts.hold.buffers_added": 0,
    "tritoncts_clock_tree": "yes",
    "cts_num_sinks": 4,
    "clk_path_buf_depth": 2,
    "clock_latency_ns": 0.24,
    "worst_setup_hold_path_clk_slew_ns": 0.05,
    "cts_resized": 0,
    "cts_buffers": 3,
    "postCtsSetupBuffers": 0,
    "clk_root_buffer_cell": "clkbuf_4"
  },
  "floorplan": {
    "fp_util": 0.0593,
    "die_w_um": 80,
    "core_area_sq_um": 3420,
    "floorplan.die.height_um": 80,
    "core.rowCount": 21,
    "die_area_sq_um": 6400,
    "io_pins": 6
  },
  "flow_run": {
    "warnings": 25,
    "max_cap_viol_count": 0
  },
  "power_and_ir_drop": {
    "vdd_drop_max_mv": 0.161,
    "p_leak_nw": 0.135,
    "p_per_area_nw_per_um2": 815
  },
  "grt": {
    "antenna_violations_before_repair": 0,
    "first_pass_grt_wire_length_um": 903,
    "largest_net_degree_at_the_start_of_global_routing": 5,
    "globalRoute.totalOverflow": 0,
    "grtUsageTotal": 0.0190,
    "grt_pass1_vias": 195
  },
  "placement": {
    "dpl.hpwl_um": 374,
    "io_buffer_count": 5,
    "gpl.final_weighted_congestion": 0.744,
    "place_worst_setup_slack_ns": 0.125
  },
  "worst_hold_path": {
    "worst_hold_startpoint": "counter[0]",
    "timing.hold.worst_path_depth": 1,
    "hold_end": "counter[0]",
    "holdCritPathClass": "reg2reg"
  },
  "final_layout": {
    "layout-area-overhead-vs-synth_pct": 66.0,
    "filler_cell_count": 406,
    "post_route_cells_drive_above_1_share": 0.107,
    "postLayoutCoreUtil": 0.0985
  },
  "detailed_routing": {
    "num_antenna_cells": 0,
    "drt_wl_total_um": 478,
    "remaining_drc_errors": 0,
    "detailedRoute.firstIterationViolations": 0,
    "via_count": 156,
    "via_per_inst": 2.11,
    "detail_route.wl_per_cell_um": 6.46,
    "route.antenna.remaining_nets": 0,
    "drt_pre_antenna_iters": 1
  },
  "outcome": {
    "status": "complete, no violations"
  }
}
metrics by stage:
step	instances	instance area (sq um)	power [mW]
2_1_floorplan	19	203	0.128
3_3_place_gp	70	310	0.145
3_5_place_dp	70	310	0.149
4_1_cts	74	337	0.280
5_1_grt	74	337	0.303
6_report	74	337	0.274
flip-flops by register name, indices dropped and copies added (netlist names):
register  cells
counter       3
pwm_out       1
power breakdown:
| group | switching, mW | total (mW) | internal, mW |
|---|---|---|---|
| clock network | 0.0429 | 0.126 | 0.0836 |
| logic | 0.0157 | 0.0414 | 0.0257 |
| registers | 0.00459 | 0.106 | 0.102 |
worst max path at each step:
stage | end | from | depth (start not counted)
final | pwm_out | pulse_width[1] | 5
after global routing | pwm_out | pulse_width[1] | 5
after CTS | pwm_out | pulse_width[1] | 5
cells by family (layout without fill, tap and decap cells):
| kind of cell | Yosys count | count (layout) | synth area share |
|---|---|---|---|
| AND-OR/OR-AND | 2 | 2 | 0.0679 |
| XOR/XNOR | 1 | 1 | 0.0432 |
| adder cells (fa/ha/maj) | 4 | 4 | 0.247 |
| buffers and inverters | 4 | 13 | 0.0741 |
| flip-flops | 4 | 4 | 0.444 |
| AND/OR/NAND/NOR | 4 | 4 | 0.123 |
final cells by class:
| type | instances | area [sq um] | share of cell area |
|---|---|---|---|
| Multi-Input combinational cell | 11 | 97.6 | 0.290 |
| Clock buffer | 4 | 26.3 | 0.0781 |
| Inverter | 4 | 15.0 | 0.0446 |
| Timing Repair Buffer | 5 | 50.0 | 0.149 |
| Sequential cell | 4 | 90.1 | 0.268 |
| Tap cell | 46 | 57.6 | 0.171 |
layout by cell type, fill, tap and decap left out:
cell type | netlist | layout
and2_1 | 2 | 2
xor2_1 | 1 | 1
clkdlybuf4s50_1 | 0 | 5
ha_1 | 4 | 4
dfxtp_1 | 3 | 3
o21ai_1 | 1 | 1
nor2b_1 | 2 | 2
a32oi_1 | 1 | 1
edfxtp_1 | 1 | 1
clkbuf_1 | 0 | 1
clkbuf_4 | 0 | 3
inv_1 | 4 | 4
layer usage:
metal	vias up	global-route usage	routed length (um)
met3	0	0.0284	118
met2	10	0.0193	126
li1	80	-	-
met1	66	0.0206	234
met5	-	0	0
met4	0	0.00352	0
worst register-to-register path, stage by stage (launching register included):
cell and delay, ns:
dfxtp_1 0.33, inv_1 0.05, ha_1 0.28, nor2b_1 0.14
o21ai_1 0.13, a32oi_1 0.07
Power and IR drop assume default switching activity.

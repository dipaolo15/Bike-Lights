[/design/flow/constraint.sdc]
current_design dclock

set clk_period 3.9
set clk_io_pct 0.2

create_clock -name clk0 -period $clk_period [get_ports {clk}]

set non_clock_inputs [all_inputs -no_clocks]
set_input_delay [expr $clk_period * $clk_io_pct] -clock clk0 $non_clock_inputs
set_output_delay [expr $clk_period * $clk_io_pct] -clock clk0 [all_outputs]
[/design/flow/config.mk]
export PLATFORM = sky130hd
export DESIGN_NAME = dclock
export DESIGN_NICKNAME = dclock
export VERILOG_FILES = /design/flow/design.v
export SDC_FILE = /design/flow/constraint.sdc
export NUM_CORES = 4
export LEC_CHECK = 1
export CORE_UTILIZATION = 30
[/design/flow/design.v]
module dclock(clk, reset, clko);
     input clk;
     input reset;
     output clko;
  parameter divider=10;  
 reg clko;
 integer i=0;
 always@(posedge clk)
 begin
 if(!reset)
 begin
 clko=0;
 i=0;
 end
 else if(i<((divider/2)-1))
  begin
  clko=0;
  i=i+1;
  end
 else if(i==((divider/2)-1))
 begin
 clko=1;
 i=i+1;
 end
 else if(i<(divider-1))
  begin
  clko=1;
  i=i+1;
  end
 else if(i==divider-1)
  begin
  clko=0;
  i=0;
  end 
 end
 endmodule
[/design/flow/run.sh]
#!/bin/bash
# OpenROAD 26Q1-2900-gdf79404cd8, Yosys 0.63+post, stock flow scripts
make -C /OpenROAD-flow-scripts/flow DESIGN_CONFIG=/design/flow/config.mk WORK_HOME=/design/flow/orfs finish
==> summary.txt <==
Observations from the implementation run.

Critical path:
- In the setup report, the worst path falls into the class reg2reg.
- The run gives the count of buffering cells on the critical path with inverters included as 0.
- STA classifies the critical path startpoint as a flip-flop.
- In this design, the largest share of critical-path delay is due to simple AND/OR/NAND/NOR gates.
- The run puts the arrival time at the worst endpoint at 2790 ps.
- The worst setup path is captured at a flip-flop.
- The run puts the maximum single-stage delay on the critical path at 690 ps.
- STA puts the critical path data required time at 4110 ps.
- Listed in order, past its start point the critical path passes and4_1, nand4_1, or4_4, or4_1, a21oi_1.
- On the critical path, the stage with the largest delay is an instance of sky130_fd_sc_hd__or4_4.
- The run puts the top fanout value on the critical path at 14.

Clock network:
- The run gives the clock latency on the worst-skew pair as 290 ps.
- The run puts the H-tree depth at 2.
- The run puts the buffers inserted during post-CTS setup optimization at 0.
- The number of hold buffers added after CTS was 0.
- The tree is rooted in a sky130_fd_sc_hd__clkbuf_8.
- CTS reports a maximum clock tree buffer depth of 2.
- Clock-pin slew was measured on the worst setup and hold paths at 80 ps.
- The run puts the number of instances resized during post-cts repair at 0.
- TritonCTS built the clock tree.
- The CTS report gives the tree buffer count as 5.
- The run gives the number of clock sinks as 33.

Floorplan:
- The run puts the chip area at 6380 µm².
- From left edge to right edge, the die measures 79.9 µm.
- The run puts the core area at 5680 µm².
- 3 I/O pins were placed.
- The run puts the die span in y at 79.9 µm.
- The run gives the cell row count as 27.
- The run gives the share of the core filled by cells before placement as 0.321.

Timing:
- The worst-case max-slew headroom was logged as 0.518.
- The run puts the final-report hold violation count at 0.
- The run gives the slew at the pin closest to its max-slew limit as 721 ps.
- The run gives the sum of negative setup slack as 0 ps.
- Setup repair after global routing left no endpoint under its margin.
- The run puts the timing-limited maximum frequency at 388 MHz.
- The run gives the minimum clock period as 2580 ps.
- The run puts the max-slew violation count at 0.
- The run puts the period utilization at 0.661.
- After layout, the setup clock skew is reported as 6.79 ps.
- The run puts the final setup violation count at 0.

Global route:
- The number of global-route vias before repair came to 1,503.
- Per the GRT congestion report, total overflow comes to 0.
- The run gives the maximum number of pins on one net before global-route repair as 35.
- The run puts the global router's overall resource usage at 0.148.
- The run gives the initial antenna violation count as 0.
- The run gives the first-pass GRT wire length as 7430 µm.

Run:
- The run gives the count of tool warnings as 29.
- In this run the maximum-capacitance check reported violations numbering 0.

Synth:
- The run gives the register bit total from synthesis as 33.
- The run gives the number of cells in Yosys stat as 219.
- The run gives the portion of the post-synthesis area used by sequential elements as 0.363.
- The run gives the number of instances in the synthesized netlist as 219.
- The run puts the average cell area after synthesis at 8.31 µm².
- The run gives the post-synth area from yosys stat as 1820 µm².
- The run gives the proportion of register bits with asynchronous set or reset after synthesis as 0.
- The synthesized design contains 0 enable-type register cells.
- Counting the warning lines in the Yosys log gives 1.
- The run gives the post-synth design cell area as 1820 µm².
- The synthesis report names the predominant flop master as sky130_fd_sc_hd__dfxtp_1.
- Per the synthesis report, the number of distinct cell types is 34.

Placed design:
- The run puts the number of I/O port buffers at 2.
- The run gives the last weighted congestion value of the routability-driven placer as 0.822.
- After legalization and detailed placement, the total HPWL measured 2690 µm.
- The run puts the cell count after placement at 281.

Power:
- The run gives the leakage power total as 0.000597 µW.
- Switching power as a fraction of the total was reported as 0.223.
- The power report attributes to the clock group a share of 0.486.
- The run gives the power per cell area as 392 nW/µm².
- The run gives the net switching power of the design as 178 µW.
- The run puts the cell-internal power at 619 µW.
- The run puts the part of the total power dissipated in combinational logic at 0.073.
- The run gives the largest voltage drop on the vdd net as 332 µV.
- The run puts the sequential share of power at 0.442.

Drt:
- The run puts the routed via count divided by cell count at 5.87.
- The first routing iteration left 128 violations.
- The run gives the total wirelength of the detailed-routed design as 4100 µm.
- In the routed netlist, the antenna diode instances number 0.
- The run gives the first-pass iteration count of the detailed router as 4.
- The run puts the average detailed-routed wire length per instance at 14.2 µm.
- The run gives the number of DRC violations after detailed routing as 0.
- Once detail routing completed, the nets flagged for antenna violations numbered 0.
- The routed layout has 1,695 vias.

Finish:
- The run gives the final instance count without filler cells as 289.
- The flow measured a signed area growth from synthesis to layout of 11.6%.
- The run gives the share of final-layout standard cells stronger than drive strength 1 as 0.0829.

Run status:
- The run finished with clean final reports.

Worst hold path:
- The run gives the worst hold path class as reg2reg.
==> per-stage QoR <==
stage	instance area, µm²	hold slack, ps	power (µW)	util	setup slack, ps
final	2030	488	796	0.358	1320
after global routing	2030	515	833	0.358	1190
after CTS	2030	494	805	0.358	1380
after detailed placement	1900	469	418	0.334	1390
after global placement	1900	479	417	0.334	1410
after floorplan	1820	447	402	-	1910
==> layout make-up <==
cell class / count / area (µm²)
Fill cell: 588 / 3650
Multi-Input combinational cell: 166 / 1090
Clock inverter: 3 / 65.1
Clock buffer: 5 / 68.8
Timing Repair Buffer: 3 / 27.5
Inverter: 7 / 26.3
Sequential cell: 33 / 661
Tap cell: 72 / 90.1
==> cell usage after synthesis (5+ instances only) <==
| master | count | area [µm²] |
|---|---|---|
| sky130_fd_sc_hd__a21oi_1 | 24 | 120 |
| sky130_fd_sc_hd__a31oi_1 | 8 | 50.1 |
| sky130_fd_sc_hd__and4_1 | 5 | 43.8 |
| sky130_fd_sc_hd__buf_2 | 6 | 30.0 |
| sky130_fd_sc_hd__clkbuf_1 | 7 | 26.3 |
| sky130_fd_sc_hd__dfxtp_1 | 33 | 661 |
| sky130_fd_sc_hd__inv_1 | 7 | 26.3 |
| sky130_fd_sc_hd__nand2_1 | 13 | 48.8 |
| sky130_fd_sc_hd__nand3_1 | 18 | 90.1 |
| sky130_fd_sc_hd__nand4_1 | 7 | 43.8 |
| sky130_fd_sc_hd__nor4_1 | 9 | 56.3 |
| sky130_fd_sc_hd__o21ai_0 | 7 | 35.0 |
| sky130_fd_sc_hd__o31ai_1 | 18 | 135 |
| sky130_fd_sc_hd__or3_1 | 7 | 43.8 |
| sky130_fd_sc_hd__or4_1 | 18 | 135 |
==> placed cells by master (no fill, tap or decap), types with 3 or more instances in the layout <==
cell type	instances
sky130_fd_sc_hd__o21ai_0	7
sky130_fd_sc_hd__or3_1	7
sky130_fd_sc_hd__nand4_1	7
sky130_fd_sc_hd__clkbuf_8	5
sky130_fd_sc_hd__or4_1	18
sky130_fd_sc_hd__nand3_1	18
sky130_fd_sc_hd__dfxtp_1	33
sky130_fd_sc_hd__nor4_1	9
sky130_fd_sc_hd__inv_1	7
sky130_fd_sc_hd__a31oi_1	7
sky130_fd_sc_hd__and4_1	5
sky130_fd_sc_hd__nor2_1	4
sky130_fd_sc_hd__a21oi_1	24
sky130_fd_sc_hd__o31ai_1	18
sky130_fd_sc_hd__nand2_1	13
sky130_fd_sc_hd__ha_1	4
sky130_fd_sc_hd__and3_1	4
sky130_fd_sc_hd__nand2b_1	3
==> routing by layer <==
layer  global-route usage  vias to the layer above  wire length [µm]  part of all wire
met4               0.0125                        0                27            0.0066
met1                0.240                      781              2120              0.52
met3               0.0267                        4               208             0.051
li1                     -                      859                 -                 -
met2                0.214                       51              1740              0.42
met5                    0                        -                 0                 0
==> kinds of logic after synthesis <==
logic type	count (synthesis)	synth area share
AOI/OAI and AO/OA	62	0.210
xor gates and xnor gates	1	0.00482
DFF	33	0.363
muxes	2	0.0110
buffers and inverters	20	0.0454
adders and majority gates	4	0.0275
and+or+nand+nor	97	0.338
==> path summary, 6_finish.rpt <==
path	to	slack (ps)	from	cells past startpoint
hold / removal	i[31]	490	i[30]	1
setup reg to reg	i[27]	1320	i[2]	5
hold reg to reg	i[31]	490	i[30]	1
setup / recovery	i[27]	1320	i[2]	5
==> worst register-to-register path, delay by kind of cell, from the launching register on <==
family,cells,cell delay [ps]
AND-OR/OR-AND,1,140
flip-flops,1,470
AND/OR/NAND/NOR,4,1890
==> power by group through the flow <==
stage | registers, µW | logic, µW | clock network, µW
final | 352 | 58.0 | 387
after global routing | 353 | 67.5 | 413
after CTS | 351 | 58.4 | 395
==> state kept, by name (all words and copies together), names as in the netlist <==
register and flops:
i 32, clko 1
No activity file was given, so power comes from the tool's default toggle rates.
